===== flow/design.v =====
module alu(
    input [3:0] op_sel,
    input [7:0] input_bits,
    input btnC,
    input btnU,
    output reg [7:0] ledA,
    output reg [7:0] ledB,
    output reg [7:0] Y
);
    reg [7:0] A;
    reg [7:0] B;
    wire [7:0] add_result;
    wire [7:0] sub_result;
    wire [7:0] shift_result;
    wire cout, bout;
    wire add_en, sub_en, shl_en, shr_en, cmp_en;
    wire and_en, or_en, xor_en, nand_en, nor_en;
    wire xnor_en, not_en, neg_en, sto_en, swp_en, load_en;
    demux control_demux (
        .op_sel(op_sel),
        .add_en(add_en),
        .sub_en(sub_en),
        .shl_en(shl_en),
        .shr_en(shr_en),
        .cmp_en(cmp_en),
        .and_en(and_en),
        .or_en(or_en),
        .xor_en(xor_en),
        .nand_en(nand_en),
        .nor_en(nor_en),
        .xnor_en(xnor_en),
        .not_en(not_en),
        .neg_en(neg_en),
        .sto_en(sto_en),
        .swp_en(swp_en),
        .load_en(load_en)
    );
    full_add_8bit adder (
        .a(A),
        .b(B),
        .cin(0),
        .sum(add_result),
        .cout(cout)
    );
    full_sub_8bit subtractor (
        .a(A),
        .b(B),
        .bin(0),
        .diff(sub_result),
        .bout(bout)
    );
    twos_complement neg_module (
        .a(A),
        .neg(neg_result)
    );
    always @(posedge btnU or posedge btnC) begin
    if(btnU) begin
        A = 8'b0;
        B = 8'b0;
        Y = 8'b0;
    end else begin
        case (op_sel)
            4'h0: Y = add_result;
            4'h1: Y = sub_result;
            4'h2: Y = A << 1;
            4'h3: Y = A >> 1;
            4'h4: begin
                if (A == B) Y = 8'b0;
                else if (A > B) Y = 8'b1;
                else Y = 8'b11111111;
            end
            4'h5: Y = A & B;
            4'h6: Y = A | B;
            4'h7: Y = A ^ B;
            4'h8: Y = ~(A & B);
            4'h9: Y = ~(A | B);
            4'hA: Y = ~(A ^ B);
            4'hB: Y = ~A;
            4'hC: Y = neg_result;
            4'hD: A = Y;
            4'hE: begin
                A = A ^ B;
                B = A ^ B;
                A = A ^ B;
            end
            4'hF: A = input_bits;
            default: Y = 8'b0;
        endcase
    ledA = A;
    ledB = B;
    end
   end
endmodule
module clock_div #(
    parameter DIVIDE_BY = 17
)(
    input clk,
    input reset,
    output reg div_clk
);
    reg [DIVIDE_BY-1:0] counter;
    always @(posedge clk or posedge reset) begin
        if (reset) begin
            counter <= 0;
            div_clk <= 0;
        end else if (counter == (1 << (DIVIDE_BY - 1)) - 1) begin
            div_clk <= ~div_clk;
            counter <= 0;
        end else begin
            counter <= counter + 1;
        end
    end
endmodule
module seven_seg_decoder(
    input [3:0] digit,
    output reg [6:0] seg
);
    always @(*) begin
        case (digit)
            4'h0: seg = 7'b1000000;
            4'h1: seg = 7'b1111001;
            4'h2: seg = 7'b0100100;
            4'h3: seg = 7'b0110000;
            4'h4: seg = 7'b0011001;
            4'h5: seg = 7'b0010010;
            4'h6: seg = 7'b0000010;
            4'h7: seg = 7'b1111000;
            4'h8: seg = 7'b0000000;
            4'h9: seg = 7'b0010000;
            4'hA: seg = 7'b0001000;
            4'hB: seg = 7'b0000011;
            4'hC: seg = 7'b1000110;
            4'hD: seg = 7'b0100001;
            4'hE: seg = 7'b0000110;
            4'hF: seg = 7'b0001110;
            default: seg = 7'b1111111;
        endcase
    end
endmodule
module demux(
    input [3:0] op_sel,
    output reg add_en,
    output reg sub_en,
    output reg shl_en,
    output reg shr_en,
    output reg cmp_en,
    output reg and_en,
    output reg or_en,
    output reg xor_en,
    output reg nand_en,
    output reg nor_en,
    output reg xnor_en,
    output reg not_en,
    output reg neg_en,
    output reg sto_en,
    output reg swp_en,
    output reg load_en
);
    always @(*) begin
        add_en = 0;
        sub_en = 0;
        shl_en = 0;
        shr_en = 0;
        cmp_en = 0;
        and_en = 0;
        or_en = 0;
        xor_en = 0;
        nand_en = 0;
        nor_en = 0;
        xnor_en = 0;
        not_en = 0;
        neg_en = 0;
        sto_en = 0;
        swp_en = 0;
        load_en = 0;
        case (op_sel)
            4'h0: add_en = 1;
            4'h1: sub_en = 1;
            4'h2: shl_en = 1;
            4'h3: shr_en = 1;
            4'h4: cmp_en = 1;
            4'h5: and_en = 1;
            4'h6: or_en = 1;
            4'h7: xor_en = 1;
            4'h8: nand_en = 1;
            4'h9: nor_en = 1;
            4'hA: xnor_en = 1;
            4'hB: not_en = 1;
            4'hC: neg_en = 1;
            4'hD: sto_en = 1;
            4'hE: swp_en = 1;
            4'hF: load_en = 1;
            default: begin
                add_en = 0;
                sub_en = 0;
                shl_en = 0;
                shr_en = 0;
                cmp_en = 0;
                and_en = 0;
                or_en = 0;
                xor_en = 0;
                nand_en = 0;
                nor_en = 0;
                xnor_en = 0;
                not_en = 0;
                neg_en = 0;
                sto_en = 0;
                swp_en = 0;
                load_en = 0;
            end
        endcase
    end
endmodule
module full_adder(
    input a,
    input b,
    input cin,
    output sum,
    output cout
);
    assign sum = a ^ b ^ cin;
    assign cout = (a & b) | (b & cin) | (a & cin);
endmodule
module full_add_8bit(
    input [7:0] a,
    input [7:0] b,
    input cin,
    output [7:0] sum,
    output cout
);
    wire [7:0] carry;
    full_adder adder0 (a[0], b[0], cin, sum[0], carry[0]);
    full_adder adder1 (a[1], b[1], carry[0], sum[1], carry[1]);
    full_adder adder2 (a[2], b[2], carry[1], sum[2], carry[2]);
    full_adder adder3 (a[3], b[3], carry[2], sum[3], carry[3]);
    full_adder adder4 (a[4], b[4], carry[3], sum[4], carry[4]);
    full_adder adder5 (a[5], b[5], carry[4], sum[5], carry[5]);
    full_adder adder6 (a[6], b[6], carry[5], sum[6], carry[6]);
    full_adder adder7 (a[7], b[7], carry[6], sum[7], cout);
endmodule
module full_subtractor(
    input a,
    input b,
    input bin,
    output diff,
    output bout
);
    assign diff = a ^ b ^ bin;
    assign bout = (~a & (b ^ bin)) | (b & bin);
endmodule
module full_sub_8bit(
    input [7:0] a,
    input [7:0] b,
    input bin,
    output [7:0] diff,
    output bout
);
    wire [7:0] borrow;
    full_subtractor sub0 (a[0], b[0], bin, diff[0], borrow[0]);
    full_subtractor sub1 (a[1], b[1], borrow[0], diff[1], borrow[1]);
    full_subtractor sub2 (a[2], b[2], borrow[1], diff[2], borrow[2]);
    full_subtractor sub3 (a[3], b[3], borrow[2], diff[3], borrow[3]);
    full_subtractor sub4 (a[4], b[4], borrow[3], diff[4], borrow[4]);
    full_subtractor sub5 (a[5], b[5], borrow[4], diff[5], borrow[5]);
    full_subtractor sub6 (a[6], b[6], borrow[5], diff[6], borrow[6]);
    full_subtractor sub7 (a[7], b[7], borrow[6], diff[7], bout);
endmodule
module seven_seg_scanner(
    input div_clk,
    input reset,
    output reg [3:0] an
);
    reg [1:0] scan_count;
    always @(posedge div_clk or posedge reset) begin
        if (reset) begin
            scan_count <= 0;
            an <= 4'b1110;
        end else begin
            scan_count <= scan_count + 1;
            case (scan_count)
                2'b00: an <= 4'b1110;
                2'b01: an <= 4'b1111;
                2'b10: an <= 4'b1011;
                2'b11: an <= 4'b0111;
                default: an <= 4'b1111;
            endcase
        end
    end
endmodule
module top(
    input clk,
    input btnC, 
    input btnU,
    input [15:0] sw,
    output [15:0] led,
    output [6:0] seg, 
    output [3:0] an
);
    wire [3:0] sw_sel = sw[3:0];   
    wire [7:0] sw_bits = sw[15:8];
    wire [7:0] A_val;
    wire [7:0] B_val;
    wire [7:0] Y_val;
    wire div_clk;
    reg [3:0] selected_value;
    clock_div #(.DIVIDE_BY(17)) clk_div (
        .clk(clk),
        .reset(btnU),
        .div_clk(div_clk)
    );
    alu my_alu (
        .op_sel(sw_sel),
        .input_bits(sw_input_bits),
        .btnC(btnC),
        .btnU(btnU),
        .ledA(A_val),
        .ledB(B_val),
        .Y(Y_val)
    );
    assign led[15:8] = A_val;
    assign led[7:0] = B_val;
    seven_seg_scanner scanner (
        .div_clk(div_clk),
        .reset(btnU),
        .an(an)
    );
    seven_seg_decoder decoder (
        .digit(selected_value),
        .seg(seg)
    );
    always @(*) begin
        case (an)
            4'b1110: selected_value = sw_sel;
            4'b1101: selected_value = Y_val[3:0];
            4'b1011: selected_value = Y_val[7:4];
            4'b0111: selected_value = 4'b0000;
            default: selected_value = 4'b0000;
        endcase
    end
endmodule
module twos_complement(
    input [7:0] a,
    output [7:0] neg
);
    assign neg = ~a + 8'b00000001;
endmodule

===== flow/run.sh =====
#!/bin/bash
# OpenROAD 26Q1-2900-gdf79404cd8, Yosys 0.63+post, stock flow scripts
make -C /OpenROAD-flow-scripts/flow DESIGN_CONFIG=/design/flow/config.mk WORK_HOME=/design/flow/orfs finish

===== flow/config.mk =====
export PLATFORM = sky130hd
export DESIGN_NAME = top
export DESIGN_NICKNAME = top
export VERILOG_FILES = /design/flow/design.v
export SDC_FILE = /design/flow/constraint.sdc
export NUM_CORES = 4
export LEC_CHECK = 1
export CORE_UTILIZATION = 40

===== flow/constraint.sdc =====
current_design top

set clk_period 4.6
set clk_io_pct 0.2

create_clock -name clk0 -period $clk_period [get_ports {btnC}]
create_clock -name clk1 -period $clk_period [get_ports {clk}]

set non_clock_inputs [all_inputs -no_clocks]
set_input_delay [expr $clk_period * $clk_io_pct] -clock clk0 $non_clock_inputs
set_output_delay [expr $clk_period * $clk_io_pct] -clock clk0 [all_outputs]

==> flow_summary.toml <==
# physical design summary
[status]
run_status = "finished clean"

[drt]
viasPerCell = 5.63
drc_errors = 0
num_vias = 3626
detail-route-antenna-nets = 0
num_antenna_cells = 0
drt_iter0_drc = 340
drt_first_pass_iters = 5
routed_wl_mm = 10.4
wl_per_cell_um = 16.2

[synth]
syn_area_per_cell_sq_um = 9.41
postSynthSeqShare = 0.369
ys_types = 73
yosys-stat-area_sq_um = 4500
syn_inst = 478
synth-async-reset-ratio = 0.746
synth-seq-cells = 63
edf_count = 16
ys_cells = 478
flop_cell = "dfrtp_1"
synth_area_sq_um = 4500
yosysWarnings = 13

[timing]
hold_viol = 0
unclocked_regs = 5
worst_slew_pin_slew_ps = 937
setup_violations = 0
fin_setup_tns_ps = 0
unconstrained_endpoints = 8
slew_headroom = 0.373
fin_skew_ps = 8.30
hold_ws_ps = 493
drv_slew = 0
rsz0062_at_grt = "no"

[power_and_ir_drop]
ir_drop_mv = 0.232
intPower_uw = 1050
power.switching_uw = 551
seqPwrFrac = 0.424
p_sw_frac = 0.344
clkPwrFrac = 0.211
powerDensity_nw_per_um2 = 316
power.leakage_uw = 0.00217
comb_power_share = 0.366

[setup_path]
crit_arrival_ps = 4580
crit_type = "flip-flop to flip-flop"
crit_path_start_kind = "flip-flop"
cp-end-kind = "flip-flop"
path_max_fanout = 3
worstRegToRegCells = 20
cp.required_ps = 4750

[global_route]
grt_pass1_wl_mm = 17.6
grt-ovfl-total = 0
gr-usage-all-layers = 0.198
antenna_found_initial = 0
grt_pass1_vias = 3390
grt_max_degree = 54

[die]
die_area_sq_um = 11700
rows = 38
num_io_pins = 46
fp_util = 0.413
coreArea_sq_um = 10900
die_h_um = 108
die_w_um = 108

[placement]
port_buffers = 31
dp.final_hpwl_mm = 7.34
place.gp.congestion = 0.879

[finish]
syn2layout_area_growth_pct = 12.8
drive_above_1_share = 0.0853

[worst_hold_path]
hold_depth = 1
hp-class = "flip-flop to flip-flop"

[flow_run]
warnings = 61
cap_violations = 0

[cts]
clkSlewWorstSetupHoldPaths_ps = 70
cts_hold_repair.buffers = 0
cts_tree = "built"
==> critical path, cell delays in order (launching register included) <==
cell and delay, ps:
dfrtp_1 380, inv_1 110, ha_2 210, ha_1 230, a21o_1 200, ha_1 300, a21oi_2 190, inv_1 60
ha_1 290, a21o_1 210, ha_1 280, nor2b_1 130, or2_2 280, ha_1 290, a21o_1 210, ha_1 290
nand2b_1 70, nand3b_1 120, a21o_1 220, a21oi_1 170, a211oi_2 50
==> cells in the final DEF, fill, tap and decap left out, drive strengths merged, types with 4 or more instances in the layout <==
cell,instances
o31ai,5
inv,37
nor3b,7
xor2,9
o2111ai,4
a211oi,7
o22ai,7
edfxtp,16
nor2b,8
clkdlybuf4s50,31
nand2,48
o21ai,28
clkbuf,9
buf,11
a21o,8
a22oi,10
mux2i,11
nor3,5
nor2,32
dfrtp,45
nand2b,8
a22o,5
xnor2,13
a21oi,14
nand3,14
o211ai,5
ha,40
o311ai,4
==> state kept, by name, indices dropped and copies added, names as in the netlist <==
signal	flops
my_alu.ledA	8
my_alu.ledB	8
clk_div.counter	17
my_alu.Y	8
scanner.an	3
my_alu.A	8
my_alu.B	8
clk_div.div_clk	1
scanner.scan_count	2
==> worst paths after layout <==
path | slack (ps) | start | end
worst min-delay path | 490 | clk_div.counter[0]$_DFF_PP0_ | clk_div.counter[0]$_DFF_PP0_
max in group asynchronous | 3130 | btnU | clk_div.counter[1]$_DFF_PP0_
max in group clk1 | 2680 | clk_div.counter[0]$_DFF_PP0_ | clk_div.div_clk$_DFFE_PP0N_
min in group clk0 | 560 | my_alu.B[0]$_DFF_PP0_ | my_alu.B[0]$_DFF_PP0_
worst max register to register | 170 | my_alu.A[0]$_DFF_PP0_ | my_alu.Y[7]$_DFFE_PP0N_
worst max-delay path | 170 | my_alu.A[0]$_DFF_PP0_ | my_alu.Y[7]$_DFFE_PP0N_
worst min register to register | 490 | clk_div.counter[0]$_DFF_PP0_ | clk_div.counter[0]$_DFF_PP0_
min in group asynchronous | 1010 | btnU | my_alu.A[2]$_DFF_PP0_
==> metrics by stage <==
step	total power (uW)	std cells	instance area (sq um)	setup slack, ps	utilization
finish	1600	644	5070	175	0.466
global route	1720	644	5070	9.05	0.466
CTS	1600	643	5060	84.8	0.465
detailed placement	1260	634	4930	116	0.453
global placement	1260	634	4930	133	0.453
floorplan	1080	478	4500	425	-
==> final cells by class <==
class,instances,area [sq um]
Tap cell,140,175
Clock buffer,9,124
Sequential cell,63,1660
Multi-Input combinational cell,351,2570
Timing Repair Buffer,42,393
Inverter,39,146
Fill cell,1020,5810
==> layer usage <==
layer,track usage,routed length [um],vias to the layer above
met5,0,0,-
met4,0.0284,218,0
met3,0.0301,541,23
met2,0.271,4370,103
met1,0.345,5300,1722
li1,-,-,1778
==> cell families after synthesis <==
group	after synthesis	synth area share
simple gates	145	0.171
compound gates	129	0.206
buf+inv	64	0.0601
flops	63	0.369
fa+ha+maj	40	0.111
xor+xnor	22	0.0428
mux	14	0.0395
other cells	1	0.000834
==> cells in the mapped netlist (11+ instances only) <==
cell type | n | share of area
a21oi_1 | 14 | 0.016
buf_2 | 14 | 0.016
dfrtp_1 | 45 | 0.25
edfxtp_1 | 16 | 0.11
ha_1 | 40 | 0.11
inv_1 | 36 | 0.030
mux2i_1 | 11 | 0.024
nand2_1 | 48 | 0.040
nand3_1 | 11 | 0.012
nor2_1 | 30 | 0.025
o21ai_0 | 28 | 0.031
xnor2_1 | 13 | 0.025
==> timing repair <==
item | 4_1_cts | 5_1_grt
resized | 0 | 3
setup endpoints to repair | 0 | 1
setup buffers | 0 | 1
==> power groups by stage <==
stage	logic, uW	clock network, uW	registers (uW)
after CTS	575	350	679
after global routing	659	372	691
final	586	337	678
Power and IR drop assume default switching activity.
